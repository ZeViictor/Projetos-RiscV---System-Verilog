<file path="config.mk">
export PLATFORM = sky130hd
export DESIGN_NAME = BancoRegistradores
export DESIGN_NICKNAME = BancoRegistradores
export VERILOG_FILES = /design/flow/design.v
export SDC_FILE = /design/flow/constraint.sdc
export NUM_CORES = 4
export LEC_CHECK = 1
export CORE_UTILIZATION = 50
</file>
<file path="constraint.sdc">
current_design BancoRegistradores

set clk_period 3.7
set clk_io_pct 0.2

create_clock -name clk0 -period $clk_period [get_ports {clk}]

set non_clock_inputs [all_inputs -no_clocks]
set_input_delay [expr $clk_period * $clk_io_pct] -clock clk0 $non_clock_inputs
set_output_delay [expr $clk_period * $clk_io_pct] -clock clk0 [all_outputs]
</file>
<file path="design.v">
module BancoRegistradores (input [7:0] wd3, 
    input [4:0] wa3, ra1, ra2, input we3, clk, rst,  
    output reg [7:0] rd1, rd2, r0,r1,r2,r3,r4,r5,r6,r7
);
reg [7:0] registers [0:7];  
integer i;
always @(posedge clk) begin  
	if (!rst) begin
		for (i=0; i<8; i=i+1)
        registers[i] <= 8'b0; 		  
    end
	 else
    if (we3) begin  
      registers[wa3] <= wd3;  
		registers[0]<= 8'b0;
	 end	  
end
always @(*) begin
    rd1 = registers[ra1];
    rd2 = registers[ra2];
	 r0 = registers[0];
	 r1 = registers[1];
	 r2 = registers[2];
	 r3 = registers[3];
	 r4 = registers[4];
	 r5 = registers[5];
	 r6 = registers[6];
	 r7 = registers[7];
end
endmodule
</file>
<file path="run.sh">
#!/bin/bash
# OpenROAD 26Q1-2900-gdf79404cd8, Yosys 0.63+post, stock flow scripts
make -C /OpenROAD-flow-scripts/flow DESIGN_CONFIG=/design/flow/config.mk WORK_HOME=/design/flow/orfs finish
</file>
==> impl_metrics.yaml <==
# yosys + openroad results
placement:
  pre_cts_ws_ns: 0.195
  place_congestion: 0.856
  place_area_mm2: 0.00462
  io_buffers: 99
  place_hpwl_um: 5950
  dp_cells: 394
clock_network:
  cts_buffers: 9
  ctsHoldBuffers: 0
  cts_htree_levels: 3
  cts.clk_slew.worst_paths_ns: 0.06
  cts_resized: 0
  cts_setup_buffers: 0
  cts-root-buf: "clkbuf_8"
  clock-sinks: 64
  cts_buffer_depth: 2
  cts_tree: "built"
worst_hold_path:
  min_path_type: "input port to flop"
final_timing:
  worst_slack_ns: 0.168
  finalClockPeriodUsage_pct: 95.5
  relSlewSlack_pct: 52.1
  worst_slew_pin_slew_ns: 0.718
  timing.hold.ws_ns: 1.25
  fin_crit_ns: 3.53
  drv_slew: 0
  finalHoldViolations: 0
  setup_viol: 0
  fmax_ghz: 0.283
  setup_tns_ns: 0
  rsz0062_at_grt: "false"
die:
  die.size.y_um: 85.3
  die_w_um: 85.3
  chipArea_mm2: 0.00727
  core-area_mm2: 0.00653
  num_rows: 29
  fp_util_pct: 53.1
  io_pins: 106
cells_and_area:
  regMostFlops: "registers"
  n_fill_cell: 418
  drive_gt1_share_pct: 15.6
  largest_reg_flops: 64
  syn2layout_area_growth_pct: 38.5
  reg_top3: "registers: 64 flops"
  fin_util_pct: 73.5
  final_cells: 410
  fin_area_mm2: 0.00480
logic_synthesis:
  yosys_warnings: 1
  common_cells: "edfxtp_1, nor3_1, mux4_1"
  yosys.area.top_type: "edfxtp_1"
  ys.flops: 64
  synthCells: 213
  postSynth.asyncResetShare_pct: 0
  yosys-top-cells-area: "edfxtp_1, mux4_1, nor3_1, mux2_2, mux4_2"
  synth.distinct_cells: 19
  synth_area_per_cell_um2: 16.3
  ys_seq_share_pct: 55.4
  ys_area_mm2: 0.00347
  yosysTopAreaCellShare_pct: 55.4
  yosysCellCount: 213
  top_cell: "edfxtp_1"
  netlist_area_mm2: 0.00347
  synth-edff-count: 64
  ff_type: "edfxtp_1"
critical_path:
  worstPathArrival_ns: 2.79
  cp_slowest_stage_delay_ns: 0.64
  endpoint_kind: "output port"
  cp_max_fo: 16
  slowest_stage: "mux4_1"
  worst_path_most_repeated_cell: "clkdlybuf4s50_1"
  critical_path_class: "input port to output port"
  cp-start-kind: "input port"
  required_ns: 2.96
  critPathTopFamily: "buffers and inverters"
  path_cells: "clkdlybuf4s50_1, buf_12, mux4_1, mux2_2, clkdlybuf4s50_1"
  cp_num_buf_inv: 3
power_and_ir_drop:
  power.leakage_nw: 1.71
  ir_drop_mv: 0.272
  p_per_area_mw_per_mm2: 370
  power_mw: 1.78
routing:
  dr.pass1.iters: 4
  drt-initial-drc-count: 132
  postRouteAntennaNets: 0
  drt-total-wl_um: 8650
  vias: 2465
  drc_errors: 0
  wl_per_cell_um: 21.1
  antennaDiodeCount: 0
  vias_per_cell: 6.01
run:
  maxCapViolations: 0
  openroad.warnings: 32
grt:
  gr-total-overflow: 0
  grt_antenna_before_repair: 0
  first_global_vias: 2545
  grt_first_pass_wirelength_um: 13000
  grt_max_degree: 37
  grtUsageTotal_pct: 26.9
outcome:
  status: "finished clean"
worst paths after layout:
path | start | endpoint | slack [ns] | cells past startpoint
min | wd3[7] | registers[2][7] | 1.25 | 3
max | ra2[0] | rd2[3] | 0.17 | 5
routing by layer:
layer / share of wire [%] / vias up / track usage (%)
met1: 40 / 1201 / 40.2
met5: 0 / - / 0
met2: 50 / 131 / 42.0
li1: - / 1121 / -
met3: 8.5 / 12 / 11.1
met4: 2.1 / 0 / 6.06
placed cells by master (no fill, tap or decap):
cell type,Yosys,routed
nor4_1,8,8
buf_12,2,2
nand2b_1,3,3
mux2_2,16,16
mux4_1,29,29
clkbuf_8,0,9
nor3_1,48,48
o31ai_1,1,1
nand2_1,1,1
inv_1,8,8
clkdlybuf4s50_1,0,99
o21ai_0,6,6
edfxtp_1,64,64
clkbuf_1,11,2
nand3b_1,1,1
mux4_2,3,3
bufinv_16,0,1
conb_1,1,8
clkinv_2,0,2
nand3_1,1,1
clkinv_1,0,2
buf_4,0,19
cell type report:
type | instances | area, um^2 | area share, %
sequential | 64 | 1920 | 40.0
multi-input combinational | 125 | 1400 | 29.2
timing repair buffer | 120 | 1170 | 24.4
clock buffer | 11 | 131 | 2.74
tap | 77 | 96.3 | 2.01
clock inverter | 5 | 47.5 | 0.990
inverter | 8 | 30.0 | 0.625
cell families (layout without fill, tap and decap cells):
family,count (synthesis),after routing,share of synthesized area (%)
AND-OR/OR-AND,7,7,1.08
buffers and inverters,31,144,4.91
flip-flops,64,64,55.4
multiplexers,48,48,29.1
other,1,8,0.108
AND/OR/NAND/NOR,62,62,9.38
where the power goes:
| part | switching (mW) | leakage [nW] | total, mW | internal [mW] |
|---|---|---|---|---|
| Combinational | 0.113 | 0.996 | 0.344 | 0.230 |
| Sequential | 0.0340 | 0.618 | 0.883 | 0.849 |
| Clock | 0.247 | 0.0922 | 0.551 | 0.305 |
| Total | 0.394 | 1.71 | 1.78 | 1.38 |
Power figures rest on the tool's default switching activity, not on a simulated workload.
