### design/flow/run.sh
#!/bin/bash
# OpenROAD 26Q1-2900-gdf79404cd8, Yosys 0.63+post, stock flow scripts
make -C /OpenROAD-flow-scripts/flow DESIGN_CONFIG=/design/flow/config.mk WORK_HOME=/design/flow/orfs finish
### design/flow/config.mk
export PLATFORM = sky130hd
export DESIGN_NAME = RAM
export DESIGN_NICKNAME = RAM
export VERILOG_FILES = /design/flow/design.v
export SDC_FILE = /design/flow/constraint.sdc
export NUM_CORES = 4
export LEC_CHECK = 1
export CORE_UTILIZATION = 40
### design/flow/constraint.sdc
current_design RAM

set clk_period 27.0
set clk_io_pct 0.2

create_clock -name clk0 -period $clk_period [get_ports {clk}]

set non_clock_inputs [all_inputs -no_clocks]
set_input_delay [expr $clk_period * $clk_io_pct] -clock clk0 $non_clock_inputs
set_output_delay [expr $clk_period * $clk_io_pct] -clock clk0 [all_outputs]
### design/flow/design.v
module RAM(
    input wire [7:0] A,       
    input wire [7:0] WD,      
    output wire [7:0] RD,     
    input wire WE,            
    input wire rst,           
    input wire clk            
);
    reg [7:0] memory [255:0];  
    integer i;
    always @(posedge clk) begin
        if (!rst) begin
            for (i = 0; i < 256; i = i + 1) begin
                memory[i] <= 8'h00;
            end
        end else begin
            if (WE == 1) begin
                memory[A] <= WD;
            end
        end
    end
    assign RD = memory[A]; 
endmodule
==> out/qor.txt <==
Die span in y: 486 um
PwrDens: 67.6 mW/mm^2
Antenna-violating nets left: 0
Dominant flop cell: edfxtp_1
Mux share: 12.3%
Port Buffer Count: 26
Yosys xor share: 0%
Synth warnings: 1
Post-synth top area share: 65.6%
Worst endpoint data arrival time: 11.92 ns
Worst Tran Pin Value: 1.21 ns
Area leader, netlist: edfxtp_1
Post-Synth Adder-Cell Area: 0%
Post-Synth Simple-Gate Area: 14.9%
Compound Share, Synth: 4.31%
GRT Overall Usage: 23.8%
Hold Slack: 5.08 ns
Layout cells sized above 1: 19.5%
Cell row count: 177
Flops after synth: 2048
Most flop-heavy register: memory
GR Overflow Total: 0
Vias in the first global route: 56900
Die Area: 0.236 mm^2
EDFF count, synth: 2048
Biggest area cells: edfxtp_1 (66%), mux4_2 (12%), and2_1 (9.4%), and3_1 (4.3%), clkbuf_1 (2.1%)
# setup viols final: 0
Final WL: 254000 um
Pins over their slew limit: 0
Seq/Total Area, Yosys: 65.6%
CP Capture Type: output port
Global placer's final weighted congestion: 0.919
Period utilisation layout: 64.1%
Number of flip-flops in the largest register: 2048
Post-Syn Instances: 6215
Cts repair resizes: 0
Clk pin slew, worst setup/hold paths: 0.05 ns
Worst VDD drop: 0.0663 mV
RSZ-0062 raised after global routing: no
Min Tclk post-route: 17.32 ns
Syn_area_per_cell: 15.1 um^2
Hold endpoint: memory[223][7]
CTS buffer count: 214
Remaining DRCs: 0
Via count: 52900
Setup tns final: 0 ns
Fp_density: 40.3%
FFs w/ async S/R, synth: 0%
Core Area: 0.233 mm^2
Final standard cell area without fillers: 0.105 mm^2
Top logic family: simple AND/OR/NAND/NOR gates
CTS max path bufs: 3
Count leader, synth: edfxtp_1
Max-Cap Viols: 0
CTS root buf: clkbuf_16
Layout area overhead: 12.3%
Initial antenna violation count: 12
Mapped cell area: 0.0938 mm^2
Hold Buf Count CTS: 0
Critical path type: in -> out
Count of tool warnings: 29
H-tree Lvls: 4
Die Wd: 486 um
Commonest cells in the netlist: edfxtp_1 (2048), and2_1 (1410), and3_1 (640)
Startpoint Class: input port
Chip Area, Yosys: 0.0938 mm^2
Hold Crit Depth: 2
Routed WL per cell: 26.7 um
# clock sinks: 2048
Ports: 27
CTS tree: yes
Hold Path Origin: WD[7]
Lkg Pwr: 37.3 nW
Run status: completed
Worst endpoint required time: 21.60 ns
Max Clock Freq: 57.7 MHz
Unique cell types: 24
Setup Buffers After CTS: 0
Largest net degree at the start of global routing: 113
Dpl cell area: 0.0984 mm^2
Starting DRT DRC Count: 3356
Headroom to the max-slew limit: 18.4%
Critical Path Fanout Max: 61
Largest regs: memory x2048
Via density: 5.56
Yosys cell count: 6215
First-pass GRT wire length: 378000 um
Hpwl dp: 155000 um
Final Hold Vio Count: 0
Initial DRT Pass Iterations: 6
Hold Path Class: in -> reg
-- through the flow --
| step | cells | power [mW] | setup slack (ns) | util (%) |
|---|---|---|---|---|
| 2_1_floorplan | 6215 | 4.05 | 14.46 | - |
| 3_3_place_gp | 9111 | 4.27 | 9.62 | 42.3 |
| 3_5_place_dp | 9111 | 4.27 | 9.59 | 42.3 |
| 4_1_cts | 9499 | 7.17 | 9.60 | 45.3 |
| 5_1_grt | 9504 | 7.33 | 9.16 | 45.3 |
| 6_report | 9506 | 7.12 | 9.68 | 45.3 |
-- power by group --
group | total (mW) | switching [mW] | internal, mW | leakage (nW)
Sequential | 3.70 | 0.0474 | 3.65 | 19.4
Combinational | 0.504 | 0.313 | 0.191 | 14.5
Clock | 2.92 | 1.25 | 1.67 | 3.35
-- logic make-up (layout without fill, tap and decap cells) --
kind of cell	count (synthesis)	after routing
compound gates	656	656
other cells	0	7
buf+inv	653	805
flops	2048	2048
mux	512	512
simple gates	2346	2346
-- how the worst max path moves through the flow --
stage	from	to	slack [ns]	depth (start not counted)
after CTS	A[0]	RD[3]	9.60	13
after global routing	A[0]	RD[5]	9.16	12
final	A[0]	RD[5]	9.68	12
-- critical path: stages --
cell             delay (ns)
buf_8                  0.35
buf_4                  0.61
buf_4                  0.61
buf_4                  0.63
buf_12                 0.46
buf_4                  0.61
mux4_2                 0.57
a22oi_1                0.34
a21oi_1                0.15
o41ai_1                1.08
nand4_1                0.37
clkdlybuf4s50_1        0.50
-- placed cells by master, fill, tap and decap left out, types with 7 or more instances in the layout --
| cell | count |
|---|---|
| nand2_2 | 17 |
| diode_2 | 7 |
| clkbuf_16 | 215 |
| clkinv_2 | 29 |
| clkbuf_1 | 43 |
| a21oi_1 | 128 |
| edfxtp_1 | 2048 |
| nand2_1 | 46 |
| nor2_1 | 180 |
| o41ai_1 | 32 |
| mux4_2 | 512 |
| bufinv_16 | 22 |
| nor2_2 | 16 |
| buf_8 | 11 |
| buf_4 | 387 |
| o21ai_0 | 240 |
| a22oi_1 | 256 |
| and2_1 | 1409 |
| clkinv_1 | 60 |
| nand4_1 | 9 |
| clkdlybuf4s50_1 | 15 |
| and3_1 | 640 |
-- final cells by class --
class                      instances  area (um^2)
tap                             3132         3920
antenna                            7         17.5
clock inverter                   130         1360
inverter                           1         3.75
timing repair buffer             416         3280
clock buffer                     258         5540
fill                           19600       127000
sequential                      2048        61500
multi-input combinational       3514        29700
-- routing by layer --
| metal | vias to the layer above | GRT usage [%] | share of wire [%] |
|---|---|---|---|
| li1 | 23500 | - | - |
| met2 | 2604 | 34.6 | 46 |
| met5 | - | 0.531 | 0.10 |
| met4 | 18 | 6.24 | 3.3 |
| met3 | 436 | 14.5 | 14 |
| met1 | 26300 | 31.6 | 36 |
Power figures rest on the tool's default switching activity, not on a simulated workload.
